File: /design/flow/design.v
interface encoder_if(input bit clk);
    logic rst;
    logic [3:0] D;
    logic [1:0] Q;
    logic valid;
    logic [1:0] Q_ref;
    logic valid_ref;
endinterface
module priority_enc (
  input clk,
  input rst,
  input [3:0] D,
  output reg [1:0] Q,
  output reg valid
);
always @(posedge clk or posedge rst) begin
  if (rst) begin
    Q <= 2'b00;
    valid <= 1'b0;
  end
  else begin
    casex (D)
      4'b0000: begin
        Q <= 2'bxx;          
        valid <= 1'b0;
      end
      4'b1xxx: begin
        Q <= 2'b11;          
        valid <= 1'b1;
      end
      4'b01xx: begin
        Q <= 2'b10;          
        valid <= 1'b1;
      end
      4'b001x: begin
        Q <= 2'b01;          
        valid <= 1'b1;
      end
      4'b0001: begin
        Q <= 2'b00;          
        valid <= 1'b1;
      end
      default: begin
        Q <= 2'b00;
        valid <= 1'b0;
      end
    endcase
  end
end
endmodule : priority_enc
File: /design/flow/run.sh
#!/bin/bash
# OpenROAD 26Q1-2900-gdf79404cd8, Yosys 0.63+post, stock flow scripts
make -C /OpenROAD-flow-scripts/flow DESIGN_CONFIG=/design/flow/config.mk WORK_HOME=/design/flow/orfs finish
File: /design/flow/config.mk
export PLATFORM = sky130hd
export DESIGN_NAME = priority_enc
export DESIGN_NICKNAME = priority_enc
export VERILOG_FILES = /design/flow/design.v
export SDC_FILE = /design/flow/constraint.sdc
export NUM_CORES = 4
export LEC_CHECK = 1
export CORE_AREA = 10 10 70 70
export DIE_AREA = 0 0 80 80
File: /design/flow/constraint.sdc
current_design priority_enc

set clk_period 1.0
set clk_io_pct 0.2

create_clock -name clk0 -period $clk_period [get_ports {clk}]

set non_clock_inputs [all_inputs -no_clocks]
set_input_delay [expr $clk_period * $clk_io_pct] -clock clk0 $non_clock_inputs
set_output_delay [expr $clk_period * $clk_io_pct] -clock clk0 [all_outputs]
==> flow_summary.yaml <==
# generated from flow reports
routing:
  drcViolationCount: 0
  vias_per_cell: 1.51
  ant_nets: 0
  n_antenna_cell: 0
  drt_iter0_markers: 11
  route.final.wire_length_um: 418
  avgRoutedWirePerCell_um: 6.15
  vias: 103
  dr.pass1.iters: 2
floorplanning:
  fp_util_pct: 3.19
  dieHeight_um: 80
  die_area_um2: 6400
  die_w_um: 80
  coreArea_um2: 3420
  num_io_pins: 9
  num_rows: 21
final_timing:
  layout_min_cycle_time_ns: 0.949
  rsz0062_at_grt: "no"
  setup_slack_ns: 0.0510
  max-slew-margin-rel_pct: 90.1
  worstMarginPinSlew_ns: 0.147
  maxSlewViolCount: 0
  setup_viol_count_final: 0
  hold_slack_ns: 0.152
  tns_ns: 0
  finalClockPeriodUsage_pct: 94.9
  final_hold_viol_count: 0
  fmax_mhz: 1050
layout:
  syn_to_final_growth_pct: 151
  fin_util_pct: 7.99
  drive_above_1_share_pct: 13.6
logic_synthesis:
  netlist_area_um2: 109
  yosys.stat.chipArea_um2: 109
  ys_cells: 10
  yosys.area.top_type: "dfrtp_1"
  ys_seq_share_pct: 69.0
  async_reset_ff_share_pct: 100
  top_cells_by_count: "dfrtp_1, nor2_1"
  edf_count: 0
  yosysUniqueCellTypes: 7
  syn_area_per_cell_um2: 10.9
  top_area_share_pct: 69.0
  synth-seq-cells: 3
  topCellsByArea: "dfrtp_1, nor2_1, o21bai_1, nor2b_1, o21ai_0"
  yosysWarnings: 1
  syn_inst: 10
  top_cell: "dfrtp_1"
  ys.flop_type: "dfrtp_1"
global_route:
  grt_first_pass_wirelength_um: 634
  grt_use_total_pct: 1.46
  grt_max_degree: 4
  grt_overflow_total: 0
  antenna_found_initial: 0
  grt_pass1_vias: 137
worst_setup_path:
  crit_family: "flip-flops"
  crit_path_cell_trace: "clkdlybuf4s15_1"
  critical_path_class: "flip-flop to output pin"
  cp.arrival_ns: 0.75
  cp-end-kind: "output pin"
  crit_required_ns: 0.80
  crit_path_top_delay_cell: "dfrtp_1"
  cp_max_fo: 1
  max_stage_delay_ns: 0.35
  cp_num_buf_inv: 1
  cp-start-kind: "flip-flop"
  worst-path-stages: 1
job:
  maxCapViolations: 0
  log.warning_count: 25
clock_tree:
  post-cts-setup-buffers: 0
  cts.reportedPaths.clkPinSlew_ns: 0.04
  cts_made_buffers: 3
  cts_tree: "done"
  htreeDepth: 1
  cts.sinks: 3
  root_buffer: "clkbuf_4"
  clockBufferDepth: 2
placement:
  place_hpwl_um: 343
  place_ws_ns: -0.0239
  io_buffers: 8
  routabilityCongestion: 0.716
hold_path:
  hp-class: "input pin to async pin"
status:
  run_status: "finished clean"
power_and_ir_drop:
  total_power_uw: 377
  irDropWorstVdd_mv: 0.141
  power_density_nw_per_um2: 1380
  leakage_uw: 0.0000940
## sequential cells by signal, summed over array words and instances (netlist names)
signal  cells
valid       1
Q           2
## metal layers
metal / global-route usage (%) / wire length, um
met5: 0 / 0
met4: 0.704 / 0
met1: 0.799 / 93
met3: 2.84 / 158
met2: 1.77 / 165
## cell type report
type	count	area, um^2
inverters	1	3.75
multi-input cells	6	30.0
fillers	401	3140
flip-flops and latches	3	75.1
repair buffers	8	80.1
well taps	46	57.6
clock buffers	4	26.3
## cells in the final DEF (no fill, tap or decap), drive strengths merged
cell           synthesis  routed
o21bai                 1       1
inv                    1       1
clkdlybuf4s50          0       5
clkbuf                 0       4
nand2                  1       1
clkdlybuf4s15          0       3
nor2                   2       2
dfrtp                  3       3
o21ai                  1       1
nor2b                  1       1
## how the worst max path moves through the flow
stage         startpoint     to  slack, ns
finish             valid  valid       0.05
global route        Q[1]   Q[1]      0.004
CTS                valid  valid       0.03
## logic make-up (layout without fill, tap and decap cells)
logic type	after synthesis	in the layout	synth area share [%]
buffers and inverters	1	13	3.44
AOI/OAI and AO/OA	2	2	11.5
and+or+nand+nor	4	4	16.1
DFF	3	3	69.0
## through the flow
| stage | instance area [um^2] | instances |
|---|---|---|
| final | 273 | 68 |
| after global placement | 246 | 64 |
| after floorplan | 109 | 10 |
| after global routing | 273 | 68 |
| after detailed placement | 246 | 64 |
| after CTS | 273 | 68 |
## power by group
group	switching, uW	internal, uW
Sequential	1.31	128
Clock	59.1	149
Combinational	11.3	27.8
Total	71.7	305
## timing repair
item / 4_1_cts / 5_1_grt
endpoints found under the setup margin: 3 / 0
resized: 6 / 0
hold buffers: 0 / 0
hold endpoints to repair: 0 / 0
No activity file was given, so power comes from the tool's default toggle rates.
